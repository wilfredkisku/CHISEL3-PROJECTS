==> flow/design.v <==
module MemoryController(
  input        clock,
  input        reset,
  input        io_readEnable,
  input  [9:0] io_weightAddr,
  input  [9:0] io_featureMapAddr,
  output [7:0] io_weightDataOut,
  output [7:0] io_featureMapDataOut,
  output       io_readDone
);
  reg [7:0] weightMemory [0:1023];  
  wire  weightMemory_weightDataReg_MPORT_en;  
  wire [9:0] weightMemory_weightDataReg_MPORT_addr;  
  wire [7:0] weightMemory_weightDataReg_MPORT_data;  
  reg [7:0] featureMapMemory [0:1023];  
  wire  featureMapMemory_featureMapDataReg_MPORT_en;  
  wire [9:0] featureMapMemory_featureMapDataReg_MPORT_addr;  
  wire [7:0] featureMapMemory_featureMapDataReg_MPORT_data;  
  reg [1:0] state;  
  reg [7:0] weightDataReg;  
  reg [7:0] featureMapDataReg;  
  wire  _T = 2'h0 == state;  
  wire  _T_1 = 2'h1 == state;  
  wire [1:0] _GEN_1 = ~io_readEnable ? 2'h0 : state;  
  wire [1:0] _GEN_3 = 2'h3 == state ? _GEN_1 : state;  
  wire  _GEN_9 = 2'h2 == state ? 1'h0 : 2'h3 == state;  
  wire  _GEN_17 = 2'h1 == state ? 1'h0 : 2'h2 == state;  
  wire  _GEN_19 = 2'h1 == state ? 1'h0 : _GEN_9;  
  assign weightMemory_weightDataReg_MPORT_en = _T ? 1'h0 : _T_1;
  assign weightMemory_weightDataReg_MPORT_addr = io_weightAddr;
  assign weightMemory_weightDataReg_MPORT_data = weightMemory[weightMemory_weightDataReg_MPORT_addr];  
  assign featureMapMemory_featureMapDataReg_MPORT_en = _T ? 1'h0 : _GEN_17;
  assign featureMapMemory_featureMapDataReg_MPORT_addr = io_featureMapAddr;
  assign featureMapMemory_featureMapDataReg_MPORT_data = featureMapMemory[featureMapMemory_featureMapDataReg_MPORT_addr]
    ;  
  assign io_weightDataOut = weightDataReg;  
  assign io_featureMapDataOut = featureMapDataReg;  
  assign io_readDone = 2'h0 == state ? 1'h0 : _GEN_19;  
  always @(posedge clock) begin
    if (reset) begin  
      state <= 2'h0;  
    end else if (2'h0 == state) begin  
      if (io_readEnable) begin  
        state <= 2'h1;  
      end
    end else if (2'h1 == state) begin  
      state <= 2'h2;  
    end else if (2'h2 == state) begin  
      state <= 2'h3;  
    end else begin
      state <= _GEN_3;
    end
    if (!(2'h0 == state)) begin  
      if (2'h1 == state) begin  
        weightDataReg <= weightMemory_weightDataReg_MPORT_data;  
      end
    end
    if (!(2'h0 == state)) begin  
      if (!(2'h1 == state)) begin  
        if (2'h2 == state) begin  
          featureMapDataReg <= featureMapMemory_featureMapDataReg_MPORT_data;  
        end
      end
    end
  end
endmodule
==> flow/run.sh <==
#!/bin/bash
# OpenROAD 26Q1-2900-gdf79404cd8, Yosys 0.63+post, stock flow scripts
make -C /OpenROAD-flow-scripts/flow DESIGN_CONFIG=/design/flow/config.mk WORK_HOME=/design/flow/orfs finish
==> flow/config.mk <==
export PLATFORM = sky130hd
export DESIGN_NAME = MemoryController
export DESIGN_NICKNAME = MemoryController
export VERILOG_FILES = /design/flow/design.v
export SDC_FILE = /design/flow/constraint.sdc
export NUM_CORES = 4
export LEC_CHECK = 1
export CORE_AREA = 10 10 70 70
export DIE_AREA = 0 0 80 80
export SYNTH_HDL_FRONTEND = slang
export SYNTH_MEMORY_MAX_BITS = 65536
==> flow/constraint.sdc <==
current_design MemoryController

set clk_period 1.0
set clk_io_pct 0.2

create_clock -name clk0 -period $clk_period [get_ports {clock}]

set non_clock_inputs [all_inputs -no_clocks]
set_input_delay [expr $clk_period * $clk_io_pct] -clock clk0 $non_clock_inputs
set_output_delay [expr $clk_period * $clk_io_pct] -clock clk0 [all_outputs]
==> summary.log <==
qor: outcome.result_of_the_run finished with violations
qor: outcome.violations_in_the_final_reports negative setup slack
qor: logic_synthesis.synth_stat.cells 29
qor: die.vert_die_dim 80 um
qor: finish.nFillCells 411
qor: final_timing.setup_ws -0.1140 ns
qor: logic_synthesis.ff_type dfxtp_1
qor: grt.grt_remaining_overflow 0
qor: logic_synthesis.synthesis.area 252.7 um2
qor: drt.detail_route.first_pass.iterations 2
qor: final_timing.final_min_period_over_clock_period 111.4%
qor: logic_synthesis.yosys_warnings 0
qor: placement.place_hpwl 411 um
qor: clocking.cts_tree built
qor: logic_synthesis.enable_flop_cells 0
qor: drt.num_vias 156
qor: die.die_area 0.006400 mm2
qor: clocking.cts-hold-fix-buffers 0
qor: logic_synthesis.asyncSetResetFlopFracSynth 0%
qor: critical_path.criticalPathCategory flop to output port
qor: pwr.power_density 1314 mW/mm2
qor: placement.post_dp_area 291.5 um2
qor: logic_synthesis.area_leaders buf_4, dfxtp_1, nor4b_2
qor: die.std_cell_rows 21
qor: grt.grt_start_max_net_pins 5
qor: logic_synthesis.synth_area_leader_cell buf_4
qor: pwr.leakage 0.1386 nW
qor: hold_path.hold_class flop to flop
qor: critical_path.crit_path_start_kind flop
qor: clocking.cts.clk_slew.worst_paths 0.04 ns
qor: logic_synthesis.synth.yosys.seq_area_share 31.68%
qor: critical_path.critical_path_end_type output port
qor: final_timing.rsz0062_at_grt yes
qor: grt.antenna_found_initial 0
qor: logic_synthesis.synthTopCellsByCount buf_4, dfxtp_1, nor2_1
qor: flow_run.warning_total_across_the_stage_logs 47
qor: clocking.cts-buffers-inserted 3
qor: drt.drt_first_iter_violations 8
qor: logic_synthesis.netlist_instances 29
qor: die.fp_util 7.399%
qor: critical_path.path_max_fanout 2
qor: final_timing.skew 0.002900 ns
qor: grt.grt_pass1_wl 696 um
qor: finish.drive_gt1_share 22.22%
qor: pwr.irDropWorstVdd 0.0003112 V
qor: clocking.cts_root_cell clkbuf_4
qor: finish.registers_with_the_highest_flip_flop_counts state (4)
qor: finish.finalCoreUtilization 9.084%
qor: final_timing.achievable_frequency 0.8977 GHz
qor: drt.wl_per_cell 6.195 um
qor: clocking.cts_htree_levels 1
qor: placement.io_buffers 3
qor: final_timing.number_of_setup_violations_in_the_final_report 1
qor: placement.final_weighted_congestion_in_routability_driven_placement 0.6591
qor: finish.largest_register_ff_count 4
qor: finish.top_register state
qor: critical_path.worst_path_max_delay_cell dfxtp_2
qor: clocking.cts.path.max_buffers 2
qor: drt.final_antenna_net_count 0
qor: drt.drcViolationCount 0
qor: logic_synthesis.syn_avg_cell_area 8.715 um2
qor: logic_synthesis.post-synth-top-area-fraction 47.52%
qor: final_timing.finalWorstPathRequiredPeriod 1.114 ns
qor: logic_synthesis.ys_seq_elements 4
qor: final_timing.report.final.hold_viol_count 0
qor: finish.final_area 310.3 um2
qor: finish.area_delta_synth_final 22.77%
qor: flow_run.max_cap_violations 0
qor: logic_synthesis.yosysChipArea 252.7 um2
qor: logic_synthesis.synth_dominant_cell_count buf_4
qor: die.boundaryPins 40
qor: critical_path.crit_path_cell_trace nor4b_2 -> buf_2
qor: drt.via_per_inst 1.902
qor: clocking.clkLatencyLatePin 0.24 ns
qor: logic_synthesis.synth.distinct_cells 9
qor: pwr.total_power 0.4076 mW
qor: die.die-width 80 um
qor: critical_path.worst-endpoint-arrival 0.91 ns
qor: drt.antennaDiodeCount 0
qor: drt.postRouteWirelength 508 um
qor: grt.grt_use_total 1.366%
qor: die.core_region_area 0.003416 mm2
qor: clocking.number_of_clock_sinks 4
qor: grt.first_global_vias 175
qor: critical_path.timing.critical_path.slowest_cell_delay 0.31 ns
qor: critical_path.worstPathRequired 0.80 ns
qor: final_timing.maxSlewViolCount 0
cells by family (layout without fill, tap and decap cells):
family          after synthesis  count (layout)  share of synthesized area [%]
simple gates                  6               6                          14.35
compound gates                2               2                          4.950
other cells                   1              16                          1.484
flops                         4               4                          31.68
buf+inv                      16               8                          47.53
stage by stage:
| stage | setup WS (ns) | std cells | hold slack, ns | TNS (ns) |
|---|---|---|---|---|
| 2_1_floorplan | 0.2903 | 44 | 0.2716 | 0 |
| 3_3_place_gp | -0.2411 | 79 | 0.4772 | -0.2411 |
| 3_5_place_dp | -0.2457 | 79 | 0.4791 | -0.2457 |
| 4_1_cts | -0.1212 | 82 | 0.4879 | -0.1212 |
| 5_1_grt | -0.1577 | 82 | 0.4974 | -0.1577 |
| 6_report | -0.1140 | 82 | 0.4875 | -0.1140 |
final timing paths:
kind	start	end	slack, ns	cells past startpoint
max	state[0]	io_readDone	-0.11	2
max reg2reg	state[3]	state[3]	0.28	3
min reg2reg	state[2]	state[1]	0.49	1
min	state[2]	state[1]	0.49	1
report_power, final:
part	switching (mW)	leakage, nW	internal [mW]	total, mW
Combinational	0.0130	0.0920	0.0176	0.0306
Sequential	0.00486	0.0328	0.169	0.174
Clock	0.0688	0.0138	0.134	0.203
Total	0.0867	0.139	0.321	0.408
placed cells by master (no fill, tap or decap):
cell type / n
buf_4: 2
a21oi_1: 1
clkdlybuf4s50_1: 2
buf_2: 1
o21bai_1: 1
dfxtp_1: 3
dfxtp_2: 1
nor2_1: 3
nand2_1: 1
nor2b_1: 1
nor4b_2: 1
clkbuf_4: 3
conb_1: 16
layout make-up:
cell class	count	area, um2	area share, %
Sequential cell	4	81.33	26.21
Tap cell	46	57.56	18.55
Timing Repair Buffer	5	40.04	12.90
Multi-Input combinational cell	24	108.9	35.08
Clock buffer	3	22.52	7.258
routing by layer:
layer | vias to the layer above | track usage (%) | part of all wire (%)
li1 | 73 | - | -
met1 | 65 | 1.661 | 51
met2 | 16 | 1.605 | 37
met3 | 2 | 1.136 | 8.7
met4 | 0 | 0.7042 | 4.1
met5 | - | 0 | 0
worst max-delay path, delay by kind of cell, from the launching register on:
kind,cells,cell delay [ns]
buffers and inverters,1,0.13
flip-flops,1,0.31
AND/OR/NAND/NOR,1,0.24
repair_timing:
item	4_1_cts	5_1_grt
endpoints found under the hold margin	0	0
setup endpoints to repair	1	1
gates resized	3	1
pin swaps	0	0
setup buffers	0	0
Power is estimated from default activity; no workload was simulated.
