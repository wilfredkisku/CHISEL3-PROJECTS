[./design.v]
module BindsTo_0_InitializedMemory(
  input        clock,
  input        reset,
  input        io_writeEnable,
  input  [7:0] io_writeAddr,
  input  [7:0] io_writeData,
  input  [7:0] io_readAddr,
  input        io_readEnable,
  output [7:0] io_readData
);
initial begin
  $readmemh("/home/wilfred/IdeaProjects/RISC/loadHEX.txt", InitializedMemory.memory);
end
                      endmodule
bind InitializedMemory BindsTo_0_InitializedMemory BindsTo_0_InitializedMemory_Inst(.*);
module InitializedMemory(
  input        clock,
  input        reset,
  input        io_writeEnable,
  input  [7:0] io_writeAddr,
  input  [7:0] io_writeData,
  input  [7:0] io_readAddr,
  input        io_readEnable,
  output [7:0] io_readData
);
  reg [7:0] memory [0:255];  
  wire  memory_io_readData_MPORT_en;  
  wire [7:0] memory_io_readData_MPORT_addr;  
  wire [7:0] memory_io_readData_MPORT_data;  
  wire [7:0] memory_MPORT_data;  
  wire [7:0] memory_MPORT_addr;  
  wire  memory_MPORT_mask;  
  wire  memory_MPORT_en;  
  reg  memory_io_readData_MPORT_en_pipe_0;
  reg [7:0] memory_io_readData_MPORT_addr_pipe_0;
  assign memory_io_readData_MPORT_en = memory_io_readData_MPORT_en_pipe_0;
  assign memory_io_readData_MPORT_addr = memory_io_readData_MPORT_addr_pipe_0;
  assign memory_io_readData_MPORT_data = memory[memory_io_readData_MPORT_addr];  
  assign memory_MPORT_data = io_writeData;
  assign memory_MPORT_addr = io_writeAddr;
  assign memory_MPORT_mask = 1'h1;
  assign memory_MPORT_en = io_writeEnable;
  assign io_readData = memory_io_readData_MPORT_data;  
  always @(posedge clock) begin
    if (memory_MPORT_en & memory_MPORT_mask) begin
      memory[memory_MPORT_addr] <= memory_MPORT_data;  
    end
    memory_io_readData_MPORT_en_pipe_0 <= io_readEnable;
    if (io_readEnable) begin
      memory_io_readData_MPORT_addr_pipe_0 <= io_readAddr;
    end
  end
endmodule
[./run.sh]
#!/bin/bash
# OpenROAD 26Q1-2900-gdf79404cd8, Yosys 0.63+post, stock flow scripts
make -C /OpenROAD-flow-scripts/flow DESIGN_CONFIG=/design/flow/config.mk WORK_HOME=/design/flow/orfs finish
[./config.mk]
export PLATFORM = sky130hd
export DESIGN_NAME = InitializedMemory
export DESIGN_NICKNAME = InitializedMemory
export VERILOG_FILES = /design/flow/design.v
export SDC_FILE = /design/flow/constraint.sdc
export NUM_CORES = 4
export LEC_CHECK = 1
export CORE_UTILIZATION = 30
export SYNTH_HDL_FRONTEND = slang
[./constraint.sdc]
current_design InitializedMemory

set clk_period 71.9
set clk_io_pct 0.2

create_clock -name clk0 -period $clk_period [get_ports {clock}]

set non_clock_inputs [all_inputs -no_clocks]
set_input_delay [expr $clk_period * $clk_io_pct] -clock clk0 $non_clock_inputs
set_output_delay [expr $clk_period * $clk_io_pct] -clock clk0 [all_outputs]
==> results_tabular.tex <==
% Yosys + OpenROAD metrics
\begin{tabular}{lr}
\hline
Metric & Value \\
\hline
\multicolumn{2}{l}{\textbf{Status}} \\
Result of the run & finished, final reports clean \\
\multicolumn{2}{l}{\textbf{Setup path}} \\
CP top delay family & buffers and inverters \\
Number of cell instances on the worst register-to-register path & 1 \\
WP buf/inv & 6 \\
Category of the critical setup timing path & reg2out \\
CP dominant cell by count & buf\_4 \\
Maximum single-stage delay on the critical path & 830 ps \\
Worst path arrival time & 6730 ps \\
Required @ worst endpoint & 57520 ps \\
Nature of the critical path endpoint & output pin \\
Critical path depth in cells & 11 \\
CP max stage cell & dfxtp\_4 \\
Largest fanout on the critical path & 56 \\
Crit path cell chain & buf\_4, buf\_4, buf\_4, buf\_12, mux4\_2, a221oi\_1, o22ai\_1, o32ai\_2, nor3\_1, buf\_4, clkdlybuf4s50\_1 \\
Kind of launch point of the worst setup path & flop \\
\multicolumn{2}{l}{\textbf{Place}} \\
Final weighted congestion in routability-driven placement & 0.874 \\
Port bufs & 34 \\
Estimated wirelength of the detail-placed design & 121000 µm \\
Placed Instance Area & 84300 µm² \\
\multicolumn{2}{l}{\textbf{STA}} \\
Worst hold slack across all endpoints & 481 ps \\
Actual slew at the worst max-slew pin & 1040 ps \\
Maximum clock frequency & 0.0474 GHz \\
Unrepaired setup endpoints after global routing & false \\
Finish-stage setup viols & 0 \\
Sum Neg Setup Slack & 0 ps \\
Fin. Hold Viols & 0 \\
Share of the clock period used by the worst path after layout & 29.4\% \\
Worst rel slew slack & 30.1\% \\
Maximum clock skew at final layout & 2.82 ps \\
Min cycle time layout & 21110 ps \\
Final Slew Violations & 0 \\
\multicolumn{2}{l}{\textbf{Power}} \\
Power density normalized to cell area & 28.0 nW/µm² \\
Worst IR drop on VDD & 0.0279 mV \\
Post-layout power & 2.55 mW \\
Leakage power & 27.4 nW \\
\multicolumn{2}{l}{\textbf{Global routing}} \\
Overall fraction of global-route tracks in use & 15.6\% \\
Wire length of the first global-routing pass & 283000 µm \\
GR Layer Usage met2 & 24.4\% \\
Via count of the first global-routing pass & 41813 \\
Largest net degree at the start of global routing & 100 \\
Fraction of met3 tracks used by global routing & 10.5\% \\
Remaining global-route overflow & 0 \\
Initial antenna violation count & 8 \\
Global-route track usage on met1 & 17.4\% \\
GR peak layer & met2 \\
\multicolumn{2}{l}{\textbf{CTS}} \\
Number of buffers inserted by hold repair at cts & 0 \\
Buffers from clock root to sink, at most & 3 \\
Num CTS Buffers & 191 \\
CTS H-tree depth & 4 \\
CTS Root Cell & clkbuf\_16 \\
Clock-pin slew of the registers on the worst-case setup and hold paths & 60 ps \\
Number of setup buffers added after CTS & 0 \\
CTS tree & yes \\
Clk\_lat worst skew & 820 ps \\
Cell resize tally after clock tree synthesis & 0 \\
Sinks on Clock Net & 2064 \\
\multicolumn{2}{l}{\textbf{Logic synthesis}} \\
Post-synthesis cell type count & 56 \\
Async SR Flop Fraction & 0\% \\
Share of the yosys chip area belonging to registers & 77.6\% \\
Yosys stat area & 79800 µm² \\
Average cell area after synthesis & 21.3 µm² \\
List of most frequent post-synthesis cells & 2056 x edfxtp\_1, 441 x mux4\_2, 276 x nor2\_1 \\
Gate count of the mapped netlist & 3752 \\
Cell area after technology mapping & 79800 µm² \\
Cell with the most instances after synthesis & edfxtp\_1 \\
Post-synth EDFFs & 2056 \\
Yosys top cell by area & edfxtp\_1 \\
Top-area cell share & 77.4\% \\
Synthesized flop and latch total & 2064 \\
Most used flip-flop cell after synthesis & edfxtp\_1 \\
Yosys cell count & 3752 \\
Area contributors post-synth & edfxtp\_1 77\%, mux4\_2 12\%, a22oi\_1 1.6\%, mux2i\_1 1.4\%, nor2\_1 1.3\% \\
Warnings from Yosys & 0 \\
\multicolumn{2}{l}{\textbf{Route}} \\
Number of nets with antenna violations after routing & 0 \\
Wirelength, routed & 194000 µm \\
Routed length per placed instance & 25.7 µm \\
DR vias/cell & 5.01 \\
Iteration tally of the first detailed-router pass & 8 \\
Routed vias & 37926 \\
Final routed DRC violation total & 0 \\
DRC marker count from the first detailed-route iteration & 2425 \\
\multicolumn{2}{l}{\textbf{Floorplan}} \\
Number of primary I/O pins & 36 \\
Die Span Y & 518 µm \\
Core Footprint & 263000 µm² \\
Die outline area & 268000 µm² \\
Standard-cell rows & 188 \\
Width of the chip & 518 µm \\
Starting Density & 30.3\% \\
\multicolumn{2}{l}{\textbf{Min path}} \\
Hold/Removal Path Class & reg2reg \\
Worst hold path depth & 1 \\
\multicolumn{2}{l}{\textbf{Final layout}} \\
Fillers & 24049 \\
Area of the multi-input gates & 16500 µm² \\
Area growth from synthesis to layout & 13.8\% \\
Combined flip-flop and latch cell area & 61900 µm² \\
Share of cells above drive strength 1 & 22.5\% \\
Design area & 90800 µm² \\
\multicolumn{2}{l}{\textbf{Flow run}} \\
Tool warnings & 27 \\
Total of max-cap violations & 0 \\
\hline
\end{tabular}
cell usage in the layout (no fill, tap or decap), types with 5 or more instances in the layout:
master / n
clkbuf_16: 194
mux4_1: 7
nand2_1: 38
clkinv_1: 56
or2_2: 6
nand3_1: 27
mux4_2: 441
mux2_2: 19
a221oi_1: 12
nand4_1: 9
a22o_1: 15
a211oi_1: 16
o221ai_1: 34
o2bb2ai_1: 7
clkdlybuf4s50_1: 26
o22ai_1: 20
edfxtp_1: 2056
clkinv_16: 5
a31oi_1: 14
buf_4: 148
nor2_1: 274
inv_1: 6
nor3_1: 13
bufinv_16: 26
clkbuf_1: 39
o21ai_0: 11
mux2i_1: 114
buf_8: 6
nor2b_1: 11
clkinv_2: 25
a22oi_1: 169
a21oi_1: 110
nor4_1: 21
state kept, by name, indices dropped and copies added (netlist names), named ones only:
signal / flops
memory: 2048
memory_io_readData_MPORT_addr: 8
power by group:
part / switching, mW / internal [mW]
combinational: 0.115 / 0.0690
clock: 0.441 / 0.591
sequential: 0.00407 / 1.33
total: 0.559 / 1.99
cell families (layout without fill, tap and decap cells):
kind of cell | count (synthesis) | count (layout) | share of synthesized area [%]
AND-OR/OR-AND | 433 | 433 | 3.82
buffers and inverters | 243 | 548 | 1.81
flip-flops | 2064 | 2064 | 77.6
multiplexers | 581 | 581 | 14.4
other | 0 | 1 | 0
AND/OR/NAND/NOR | 431 | 431 | 2.37
layout make-up:
type,count,area share (%)
clock buffer,233,5.51
inverter,7,0.0289
timing repair buffer,184,1.68
multi-input combinational,1445,18.2
tap,3515,4.85
antenna,1,0.00276
clock inverter,124,1.56
sequential,2064,68.2
metrics by stage:
step | setup slack, ps | util, % | std cells
after floorplan | 55450 | - | 3752
after global placement | 51310 | 32.0 | 7215
after detailed placement | 51360 | 32.0 | 7215
after CTS | 50420 | 34.5 | 7572
after global routing | 50250 | 34.5 | 7572
final | 50790 | 34.5 | 7573
path summary, 6_finish.rpt:
kind	slack (ps)	end	from
max reg2reg	71120	flop	memory_io_readData_MPORT_addr[1]
min	480	flop	memory_io_readData_MPORT_addr[3]
max	50790	io_readData[3]	flop
min reg2reg	480	flop	memory_io_readData_MPORT_addr[3]
routing by layer:
metal | vias to the layer above | wire, µm
met5 | - | 206
met4 | 8 | 6620
met3 | 354 | 28700
met2 | 2025 | 94800
met1 | 19489 | 64100
li1 | 16050 | -
Power is estimated from default activity; no workload was simulated.
