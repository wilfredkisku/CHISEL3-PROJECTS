--- design/flow/run.sh ---
#!/bin/bash
# OpenROAD 26Q1-2900-gdf79404cd8, Yosys 0.63+post, stock flow scripts
make -C /OpenROAD-flow-scripts/flow DESIGN_CONFIG=/design/flow/config.mk WORK_HOME=/design/flow/orfs finish
--- design/flow/config.mk ---
export PLATFORM = sky130hd
export DESIGN_NAME = GlobalBuffer
export DESIGN_NICKNAME = GlobalBuffer
export VERILOG_FILES = /design/flow/design.v
export SDC_FILE = /design/flow/constraint.sdc
export NUM_CORES = 4
export LEC_CHECK = 1
export CORE_UTILIZATION = 40
export SYNTH_HDL_FRONTEND = slang
export SYNTH_MEMORY_MAX_BITS = 65536
--- design/flow/constraint.sdc ---
current_design GlobalBuffer

set clk_period 222.0
set clk_io_pct 0.2

create_clock -name clk0 -period $clk_period [get_ports {clock}]

set non_clock_inputs [all_inputs -no_clocks]
set_input_delay [expr $clk_period * $clk_io_pct] -clock clk0 $non_clock_inputs
set_output_delay [expr $clk_period * $clk_io_pct] -clock clk0 [all_outputs]
--- design/flow/design.v ---
module GlobalBuffer(
  input        clock,
  input        reset,
  input        io_writeEnable,
  input        io_readEnable,
  input  [9:0] io_writeAddr,
  input  [9:0] io_readAddr,
  input  [7:0] io_writeData,
  output [7:0] io_readData
);
  reg [7:0] memory [0:1023];  
  wire  memory_io_readData_MPORT_en;  
  wire [9:0] memory_io_readData_MPORT_addr;  
  wire [7:0] memory_io_readData_MPORT_data;  
  wire [7:0] memory_MPORT_data;  
  wire [9:0] memory_MPORT_addr;  
  wire  memory_MPORT_mask;  
  wire  memory_MPORT_en;  
  reg  memory_io_readData_MPORT_en_pipe_0;
  reg [9:0] memory_io_readData_MPORT_addr_pipe_0;
  assign memory_io_readData_MPORT_en = memory_io_readData_MPORT_en_pipe_0;
  assign memory_io_readData_MPORT_addr = memory_io_readData_MPORT_addr_pipe_0;
  assign memory_io_readData_MPORT_data = memory[memory_io_readData_MPORT_addr];  
  assign memory_MPORT_data = io_writeData;
  assign memory_MPORT_addr = io_writeAddr;
  assign memory_MPORT_mask = 1'h1;
  assign memory_MPORT_en = io_writeEnable;
  assign io_readData = memory_io_readData_MPORT_data;  
  always @(posedge clock) begin
    if (memory_MPORT_en & memory_MPORT_mask) begin
      memory[memory_MPORT_addr] <= memory_MPORT_data;  
    end
    memory_io_readData_MPORT_en_pipe_0 <= io_readEnable;
    if (io_readEnable) begin
      memory_io_readData_MPORT_addr_pipe_0 <= io_readAddr;
    end
  end
endmodule
==> reports/qor.yml <==
run_status:
  status: "complete, but fails checks"
  violations: "slew limit"
detailed_routing:
  drcViolationCount: 0
  drt_first_pass_iters: 6
  viasPerCell: 5.75
  drtIter0Drc: 11300
  post_drt_wl_per_cell_um: 32.7
  routed-via-count: 157000
  routed_wl_um: 891000
  ant_nets: 0
cts:
  ctsRootBufferMaster: "clkbuf_16"
  cts_tree: "yes"
  cts_buffer_depth: 4
  clock-sinks: 8212
  ctsHoldBuffers: 0
  cts-resized-gates: 0
  clk_latency_ns: 1.16
  clk_pin_slew_ns: 0.06
  cts-buffers-inserted: 808
  postCtsSetupRepairBufs: 0
  cts.htree.levels: 6
critical_path:
  setup.worst_path.end: "io_readData[4]"
  path_class: "register to output port"
  r2r_slack_ns: 221.14
  worstPathCellList: "buf_4 > buf_4 > buf_4 > buf_4 > buf_4 > buf_4 > buf_4 > mux2i_1 > o221ai_1 > o22ai_1 > a2111oi_0 > nand4_1 > o2111ai_1 > clkdlybuf4s50_1"
  regToRegStartpoint: "memory_io_readData_MPORT_addr[5]$_DFFE_PP_"
  cp_slowest_cell: "a2111oi_0"
  cp_common_cell: "buf_4"
  required_ns: 177.60
  end_kind: "output port"
  max_stage_delay_ns: 1.17
  cp_max_fo: 39
  reg2reg_depth: 1
  cp_data_arrival_time_ns: 10.40
  cp-start-kind: "register"
layout:
  area_delta_synth_final_pct: 12.3
  mostFrequentLayoutCells: "edfxtp_1, mux4_2, nor2_1"
  stdcell_count: 27300
  lay_top_count: "edfxtp_1"
  drive_above_1_share: 0.213
global_routing:
  grt_pass1_vias: 169000
  grt_pass1_wl_um: 1260000
  track_usage: 0.244
  grt_max_degree: 121
  antenna_found_initial: 80
  grt-ovfl-total: 0
synth:
  yosysChipArea_um2: 319000
  yosysUniqueCellTypes: 73
  ys_seq_elements: 8212
  syn_area_per_cell_um2: 20.7
  ys_cells: 15400
  synth-edff-count: 8202
  synth_area_um2: 319000
  syn_inst: 15400
  yosys_warnings: 0
  async_flop_share: 0
  ys_seq_share: 0.772
  ff_type: "edfxtp_1"
sta:
  timing.final.crit_share: 0.247
  skew_ns: 0.00695
  setup_viol: 0
  slew_headroom: -0.00693
  min_period_ns: 54.80
  worst_pin_slew_ns: 1.47
  tns_ns: 0
  hold_viol: 0
  drv_slew: 1
  rsz0062_at_grt: "false"
  timing.fmax_ghz: 0.0182
  layout_setup_ws_ns: 167.20
pwr:
  power_frac_comb: 0.076
  vdd_drop_max_mv: 0.00872
  p_sw_frac: 0.230
  power_density_nw_per_um2: 9.10
  p_int_uw: 2510
  sequentialPowerShare: 0.523
  p_leak_uw: 0.111
  switchingPower_uw: 750
  p_clk_frac: 0.401
die:
  die_w_um: 896
  chip_area_um2: 802000
  die_y_um: 896
  pin_count: 40
  coreArea_um2: 794000
  initCoreUtil: 0.402
  placementRows: 327
place:
  dp_hpwl_um: 555000
  place_inst: 25700
  finalWeightedCongestion: 0.890
  io_buffers: 38
  pre_cts_slack_ns: 168.19
run:
  max_cap_violations: 0
  warning_count: 47
worst_hold_path:
  hold_path_class: "register to register"
layer usage:
layer | track usage | wire (um) | vias to the layer above
met3 | 0.206 | 170000 | 1575
li1 | - | - | 65700
met5 | 0.0200 | 2620 | -
met2 | 0.345 | 411000 | 9146
met4 | 0.0777 | 33100 | 124
met1 | 0.281 | 275000 | 80300
cells by family after synthesis:
family / after synthesis / synth area share
muxes: 2759 / 0.149
and+or+nand+nor: 1893 / 0.0253
DFF: 8212 / 0.772
buffers and inverters: 1032 / 0.0201
AOI/OAI and AO/OA: 1522 / 0.0337
worst min path at each step:
stage                                          start        to  slack [ns]  depth (start not counted)
6_report  memory_io_readData_MPORT_addr[6]$_DFFE_PP_  register        0.48                          1
5_1_grt   memory_io_readData_MPORT_addr[6]$_DFFE_PP_  register        0.49                          1
4_1_cts   memory_io_readData_MPORT_addr[6]$_DFFE_PP_  register        0.48                          1
cell usage after synthesis (all sizes together) (27+ instances only):
cell type,n,area share
edfxtp,8202,0.77
clkbuf,423,0.0050
nand3,134,0.0021
a22o,37,0.0010
a21oi,243,0.0038
nor2,1164,0.014
buf,602,0.015
a211oi,79,0.0019
a221oi,77,0.0021
nand4,35,0.00069
mux4,1599,0.11
o221ai,275,0.0075
nand2,263,0.0031
o211ai,48,0.0011
nor4,45,0.00094
a2111oi,30,0.00086
nor2b,27,0.00053
mux2i,1125,0.035
nor3,110,0.0017
mux2,35,0.0012
o21ai,165,0.0026
o22ai,224,0.0044
a22oi,250,0.0059
registers in the layout (all words and copies together), names as in the netlist, named ones only:
register and count:
memory_io_readData_MPORT_addr 10, memory 8192
layout make-up:
type / count / area [um^2]
multi-input combinational: 6174 / 67300
tap: 10500 / 13200
timing repair buffer: 755 / 6070
clock inverter: 467 / 4010
clock buffer: 1006 / 21200
antenna: 134 / 335
inverter: 7 / 45.0
fill: 65300 / 436000
sequential: 8212 / 247000
metrics by stage:
step	total power (uW)	hold WS (ns)	utilization	cell area, um^2
after floorplan	1880	0.449	-	319000
after global placement	1990	0.465	0.419	333000
after detailed placement	1990	0.459	0.419	333000
final	3260	0.478	0.452	359000
after CTS	3290	0.478	0.451	358000
after global routing	3360	0.487	0.451	358000
critical path, delay by kind of cell (launching register included):
kind,cells,cell delay [ns]
compound gates,4,2.42
flops,1,0.72
mux,1,0.16
buf+inv,8,5.18
simple gates,1,0.54
power by group through the flow:
stage,clock network (uW),registers (uW),logic (uW)
final,1310,1710,248
after global routing,1390,1710,263
after CTS,1330,1710,249
No activity file was given, so power comes from the tool's default toggle rates.
