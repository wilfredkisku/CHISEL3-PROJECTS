File: flow/design.v
module GlobalBufferDPModule(
  input        clock,
  input        reset,
  input        io_rdWrPortA_enableA,
  input        io_rdWrPortA_writeA,
  input  [9:0] io_rdWrPortA_addrA,
  input  [7:0] io_rdWrPortA_dataInA,
  output [7:0] io_rdWrPortA_dataOutA,
  input        io_rdWrPortB_enableB,
  input        io_rdWrPortB_writeB,
  input  [9:0] io_rdWrPortB_addrB,
  input  [7:0] io_rdWrPortB_dataInB,
  output [7:0] io_rdWrPortB_dataOutB
);
  reg [7:0] mem [0:1023];  
  wire  mem_rdwrPortB_r_en;  
  wire [9:0] mem_rdwrPortB_r_addr;  
  wire [7:0] mem_rdwrPortB_r_data;  
  wire  mem_rdwrPortA_r_en;  
  wire [9:0] mem_rdwrPortA_r_addr;  
  wire [7:0] mem_rdwrPortA_r_data;  
  wire [7:0] mem_rdwrPortB_w_data;  
  wire [9:0] mem_rdwrPortB_w_addr;  
  wire  mem_rdwrPortB_w_mask;  
  wire  mem_rdwrPortB_w_en;  
  wire [7:0] mem_rdwrPortA_w_data;  
  wire [9:0] mem_rdwrPortA_w_addr;  
  wire  mem_rdwrPortA_w_mask;  
  wire  mem_rdwrPortA_w_en;  
  reg  mem_rdwrPortB_r_en_pipe_0;
  reg [9:0] mem_rdwrPortB_r_addr_pipe_0;
  reg  mem_rdwrPortA_r_en_pipe_0;
  reg [9:0] mem_rdwrPortA_r_addr_pipe_0;
  assign mem_rdwrPortB_r_en = mem_rdwrPortB_r_en_pipe_0;
  assign mem_rdwrPortB_r_addr = mem_rdwrPortB_r_addr_pipe_0;
  assign mem_rdwrPortB_r_data = mem[mem_rdwrPortB_r_addr];  
  assign mem_rdwrPortA_r_en = mem_rdwrPortA_r_en_pipe_0;
  assign mem_rdwrPortA_r_addr = mem_rdwrPortA_r_addr_pipe_0;
  assign mem_rdwrPortA_r_data = mem[mem_rdwrPortA_r_addr];  
  assign mem_rdwrPortB_w_data = io_rdWrPortB_dataInB;
  assign mem_rdwrPortB_w_addr = io_rdWrPortB_addrB;
  assign mem_rdwrPortB_w_mask = io_rdWrPortB_writeB;
  assign mem_rdwrPortB_w_en = io_rdWrPortB_enableB & (io_rdWrPortB_enableB & io_rdWrPortB_writeB);
  assign mem_rdwrPortA_w_data = io_rdWrPortA_dataInA;
  assign mem_rdwrPortA_w_addr = io_rdWrPortA_addrA;
  assign mem_rdwrPortA_w_mask = io_rdWrPortA_writeA;
  assign mem_rdwrPortA_w_en = io_rdWrPortA_enableA & (io_rdWrPortA_enableA & io_rdWrPortA_writeA);
  assign io_rdWrPortA_dataOutA = mem_rdwrPortA_r_data;  
  assign io_rdWrPortB_dataOutB = mem_rdwrPortB_r_data;  
  always @(posedge clock) begin
    if (mem_rdwrPortB_w_en & mem_rdwrPortB_w_mask) begin
      mem[mem_rdwrPortB_w_addr] <= mem_rdwrPortB_w_data;  
    end
    if (mem_rdwrPortA_w_en & mem_rdwrPortA_w_mask) begin
      mem[mem_rdwrPortA_w_addr] <= mem_rdwrPortA_w_data;  
    end
    mem_rdwrPortB_r_en_pipe_0 <= io_rdWrPortB_enableB & ~(io_rdWrPortB_enableB & io_rdWrPortB_writeB);
    if (io_rdWrPortB_enableB & ~(io_rdWrPortB_enableB & io_rdWrPortB_writeB)) begin
      mem_rdwrPortB_r_addr_pipe_0 <= io_rdWrPortB_addrB;
    end
    mem_rdwrPortA_r_en_pipe_0 <= io_rdWrPortA_enableA & ~(io_rdWrPortA_enableA & io_rdWrPortA_writeA);
    if (io_rdWrPortA_enableA & ~(io_rdWrPortA_enableA & io_rdWrPortA_writeA)) begin
      mem_rdwrPortA_r_addr_pipe_0 <= io_rdWrPortA_addrA;
    end
  end
endmodule
File: flow/run.sh
#!/bin/bash
# OpenROAD 26Q1-2900-gdf79404cd8, Yosys 0.63+post, stock flow scripts
make -C /OpenROAD-flow-scripts/flow DESIGN_CONFIG=/design/flow/config.mk WORK_HOME=/design/flow/orfs finish
File: flow/config.mk
export PLATFORM = sky130hd
export DESIGN_NAME = GlobalBufferDPModule
export DESIGN_NICKNAME = GlobalBufferDPModule
export VERILOG_FILES = /design/flow/design.v
export SDC_FILE = /design/flow/constraint.sdc
export NUM_CORES = 4
export LEC_CHECK = 1
export CORE_UTILIZATION = 40
export SYNTH_HDL_FRONTEND = slang
export SYNTH_MEMORY_MAX_BITS = 65536
File: flow/constraint.sdc
current_design GlobalBufferDPModule

set clk_period 299.3
set clk_io_pct 0.2

create_clock -name clk0 -period $clk_period [get_ports {clock}]

set non_clock_inputs [all_inputs -no_clocks]
set_input_delay [expr $clk_period * $clk_io_pct] -clock clk0 $non_clock_inputs
set_output_delay [expr $clk_period * $clk_io_pct] -clock clk0 [all_outputs]
==> impl_metrics.py <==
# Synthesis and PnR figures
metrics = {
    "power": {
        "power_mw": 2.97,
        "p_leak_nw": 179,
        "p_per_area_nw_per_um2": 5.37,
        "peakVddDrop_mv": 0.00636,
    },
    "floorplan": {
        "fp-utilization_pct": 40.1,
        "row_count": 408,
        "fp.dieH_um": 1110,
        "core_area_um2": 1230000,
        "pin_count": 58,
        "dieArea_um2": 1240000,
        "die_w_um": 1110,
    },
    "logic_synthesis": {
        "yosys_cells": 32300,
        "ys_seq_share_pct": 49.9,
        "synth.top_cells.by_area": "edfxtp_1 50%, mux2_2 19%, mux4_2 16%",
        "avgSynthCellArea_um2": 15.3,
        "synthXorXnorAreaFrac_pct": 0,
        "netlist_logic_family_top": "multiplexers",
        "synthAoiAreaFrac_pct": 4.96,
        "synth-adder-area-share_pct": 0,
        "synth_flops": 8232,
        "edf_count": 8212,
        "mux_share_pct": 38.5,
        "synth_area_leader_cell": "edfxtp_1",
        "syn_inst": 32300,
        "yosys_warnings": 0,
        "synth-async-reset-ratio_pct": 0,
        "ys.flop_type": "edfxtp_1",
        "simple_gate_share_pct": 2.66,
        "netlist.area_leader.share_pct": 49.8,
        "yosys_area_um2": 495000,
        "synthesis.area_um2": 495000,
        "ys_types": 93,
    },
    "run_status": {
        "violations": "capacitance limit, slew limit",
        "outcome": "complete, but fails checks",
    },
    "route": {
        "first_iter_violations": 29600,
        "routed_wl_um": 2380000,
        "wire_per_inst_um": 47.2,
        "via_per_inst": 6.83,
        "via_count": 345000,
        "drt-pass1-iter-count": 8,
        "drt_drc_violations_left": 0,
        "detail-route-antenna-nets": 0,
    },
    "timing": {
        "slew_viol_final": 2,
        "max_slew_margin_pct": -2.84,
        "worst_clock_skew_ps": 15.5,
        "setup_tns_ps": 0,
        "fin_crit_sh_pct": 24.1,
        "finalSetupViolCount": 0,
        "max_freq_mhz": 13.9,
        "tightestPinTransition_ps": 1540,
        "hold_viol": 0,
        "post-route-min-period_ps": 72030,
        "grt_setup_unrepaired": "false",
    },
    "clock_tree": {
        "cts_tree": "built",
        "clock-sinks": 8232,
        "cts-resized-gates": 0,
        "clock.latency.late_pin_ps": 1290,
        "root_buffer": "clkbuf_16",
        "cts_setup_buffers": 0,
        "cts_buffer_depth": 5,
        "hold_buffers": 0,
        "cts_buffers": 930,
        "clkTransAtPathRegs_ps": 60,
        "cts_max_level": 6,
    },
    "layout": {
        "lay_top_count": "mux2_2",
        "post-route-util_pct": 44.9,
        "layout_top_cells": "8276 x mux2_2, 8212 x edfxtp_1, 3449 x mux4_2",
        "areaGrowthSynthToFinish_pct": 12.0,
        "fin_cells": 50500,
        "drive_above_1_share_pct": 49.6,
    },
    "setup_path": {
        "cp.required_ps": 239440,
        "cp_slowest_cell": "buf_4",
        "arrival_ps": 12170,
        "crit_path_end_kind": "output port",
        "reg2reg_depth": 1,
        "cpMostUsedCell": "buf_4",
        "crit_fanout": 57,
        "crit_chain": "buf_4, buf_4, buf_12, buf_4, buf_12, buf_4, buf_4, buf_4, buf_4, mux4_2, mux4_2, nand2_1, and3_1, o21ai_0, buf_4, a32oi_1, nand3_1, buf_4, clkdlybuf4s50_1",
        "path_buffers": 12,
        "critPathTopFamily": "buffers and inverters",
        "startpoint_type": "flop",
        "critical_path_cell_count": 19,
        "max_stage_delay_ps": 820,
        "critical_path_class": "flop to output port",
    },
    "job": {
        "tool_warnings": 43,
        "max-cap-violations": 1,
    },
    "placed_design": {
        "port_buffers": 56,
        "place_congestion": 1.08,
        "dp.cells": 47800,
        "place_hpwl_um": 1650000,
    },
    "grt": {
        "first_global_vias": 351000,
        "grt_max_degree": 107,
        "antenna_found_initial": 395,
        "globalRoute.totalOverflow": 0,
        "grtUsageTotal_pct": 40.7,
        "grt_pass1_wl_um": 3150000,
    },
    "worst_hold_path": {
        "worstHoldPathCells": 2,
        "hp-class": "flop to flop",
    },
}
cell families after synthesis:
logic type | Yosys count
AOI/OAI and AO/OA | 3675
buffers and inverters | 3932
DFF | 8232
muxes | 13500
and+or+nand+nor | 3012
final timing paths:
check                           from                  endpoint  slack, ps
max                             flop  io_rdWrPortA_dataOutA[7]     227270
min          mem_rdwrPortA_r_addr[0]                      flop        460
max reg2reg  mem_rdwrPortB_r_addr[2]                      flop     298550
min reg2reg  mem_rdwrPortA_r_addr[0]                      flop        460
cell usage after synthesis, types with 181 or more instances:
master       n
edfxtp_1  8212
o21ai_0    702
mux2_2    8276
buf_2      413
buf_6      306
nor3_1     219
a22oi_1    340
clkbuf_1  2694
o221ai_1   474
o22ai_1   1014
mux4_2    3449
buf_1      181
nand3_1    201
nor2_1     888
nand2_1   1259
buf_4      194
mux2i_1   1625
a21oi_1    447
power breakdown:
part           internal [mW]  switching, mW
sequential              1.27        0.00362
clock                  0.668          0.516
combinational          0.174          0.344
total                   2.11          0.864
worst min-delay path, cell delays in order (launching register included):
cell      delay (ps)
edfxtp_1         320
nand2_1           50
o21ai_0           60
routing by layer:
metal | share of wire [%] | track usage, %
met5 | 0.91 | 16.6
met4 | 8.6 | 28.3
met3 | 20 | 35.6
met2 | 41 | 51.2
met1 | 29 | 42.4
final cells by class:
cell class | instances | area [um^2]
clock inverter | 593 | 6450
inverter | 14 | 106
clock buffer | 1117 | 24100
fill | 106000 | 680000
tap | 16400 | 20500
multi-input combinational | 20200 | 230000
timing repair buffer | 2990 | 23300
sequential | 8232 | 247000
antenna | 940 | 2350
stage by stage:
step / instance area (um^2) / worst slack (ps) / hold slack (ps)
floorplan: 495000 / 236760 / 418
CTS: 552000 / 227770 / 462
global route: 553000 / 227350 / 480
detailed placement: 521000 / 229110 / 447
global placement: 521000 / 229070 / 450
finish: 554000 / 227270 / 462
state kept, by name, summed over array words and instances, names as in the netlist, named ones only:
| name | flops |
|---|---|
| mem | 8192 |
| mem_rdwrPortB_r_addr | 10 |
| mem_rdwrPortA_r_addr | 10 |
Power and IR drop assume default switching activity.
